## constraint.sdc

```tcl
current_design spi_master

set clk_period 1.8
set clk_io_pct 0.2

create_clock -name clk0 -period $clk_period [get_ports {I_clk}]

set non_clock_inputs [all_inputs -no_clocks]
set_input_delay [expr $clk_period * $clk_io_pct] -clock clk0 $non_clock_inputs
set_output_delay [expr $clk_period * $clk_io_pct] -clock clk0 [all_outputs]
```

## config.mk

```make
export PLATFORM = sky130hd
export DESIGN_NAME = spi_master
export DESIGN_NICKNAME = spi_master
export VERILOG_FILES = /design/flow/design.v
export SDC_FILE = /design/flow/constraint.sdc
export NUM_CORES = 4
export LEC_CHECK = 1
export CORE_AREA = 10 10 101 101
export DIE_AREA = 0 0 111 111
```

## design.v

```verilog
module spi_master
(
    input               I_clk       ,  
    input               I_rst_n     ,  
    input               I_rx_en     ,  
    input               I_tx_en     ,  
    input        [7:0]  I_data_in   ,  
    output  reg  [7:0]  O_data_out  ,  
    output  reg         O_tx_done   ,  
    output  reg         O_rx_done   ,  
    input               I_spi_miso  ,  
    output  reg         O_spi_sck   ,  
    output  reg         O_spi_cs    ,  
    output  reg         O_spi_mosi     
);
reg [4:0]   R_tx_state      ; 
reg [3:0]   R_rx_state      ;
always @(posedge I_clk or negedge I_rst_n)
begin
    if(!I_rst_n)
        begin
            R_tx_state  <=  5'd0    ;
            R_rx_state  <=  4'd0    ;
            O_spi_cs    <=  1'b1    ;
            O_spi_sck   <=  1'b0    ;
            O_spi_mosi  <=  1'b0    ;
            O_tx_done   <=  1'b0    ;
            O_rx_done   <=  1'b0    ;
            O_data_out  <=  8'd0    ;
        end 
    else if(I_tx_en)  
        begin
            O_spi_cs    <=  1'b0    ;  
            case(R_tx_state)
                5'd1, 5'd3 , 5'd5 , 5'd7  , 
                5'd9, 5'd11, 5'd13, 5'd15 :  
                    begin
                        O_spi_sck   <=  1'b1                ;
                        R_tx_state  <=  R_tx_state + 1'b1   ;
                        O_tx_done   <=  1'b0                ;
                    end
                5'd0:     
                    begin
                        O_spi_mosi  <=  I_data_in[7]        ;
                        O_spi_sck   <=  1'b0                ;
                        R_tx_state  <=  R_tx_state + 1'b1   ;
                        O_tx_done   <=  1'b0                ;
                    end
                5'd2:     
                    begin
                        O_spi_mosi  <=  I_data_in[6]        ;
                        O_spi_sck   <=  1'b0                ;
                        R_tx_state  <=  R_tx_state + 1'b1   ;
                        O_tx_done   <=  1'b0                ;
                    end
                5'd4:     
                    begin
                        O_spi_mosi  <=  I_data_in[5]        ;
                        O_spi_sck   <=  1'b0                ;
                        R_tx_state  <=  R_tx_state + 1'b1   ;
                        O_tx_done   <=  1'b0                ;
                    end 
                5'd6:     
                    begin
                        O_spi_mosi  <=  I_data_in[4]        ;
                        O_spi_sck   <=  1'b0                ;
                        R_tx_state  <=  R_tx_state + 1'b1   ;
                        O_tx_done   <=  1'b0                ;
                    end 
                5'd8:     
                    begin
                        O_spi_mosi  <=  I_data_in[3]        ;
                        O_spi_sck   <=  1'b0                ;
                        R_tx_state  <=  R_tx_state + 1'b1   ;
                        O_tx_done   <=  1'b0                ;
                    end                            
                5'd10:     
                    begin
                        O_spi_mosi  <=  I_data_in[2]        ;
                        O_spi_sck   <=  1'b0                ;
                        R_tx_state  <=  R_tx_state + 1'b1   ;
                        O_tx_done   <=  1'b0                ;
                    end 
                5'd12:     
                    begin
                        O_spi_mosi  <=  I_data_in[1]        ;
                        O_spi_sck   <=  1'b0                ;
                        R_tx_state  <=  R_tx_state + 1'b1   ;
                        O_tx_done   <=  1'b0                ;
                    end 
                5'd14:     
                    begin
                        O_spi_mosi  <=  I_data_in[0]        ;
                        O_spi_sck   <=  1'b0                ;
                        R_tx_state  <=  R_tx_state + 1'b1   ;
                        O_tx_done   <=  1'b1                ;
                    end
                5'd16:     
                    begin
                        O_spi_sck   <=  1'b0                ;
                        R_tx_state  <=  5'd0                   ;
                        O_tx_done   <=  1'b0                ;
                    end
                default:R_tx_state  <=  5'd0                ;   
            endcase 
        end
    else if(I_rx_en)  
        begin
            O_spi_cs    <=  1'b0        ;  
            case(R_rx_state)
                4'd0, 4'd2 , 4'd4 , 4'd6  , 
                4'd8, 4'd10, 4'd12, 4'd14 :  
                    begin
                        O_spi_sck   <=  1'b0                ;
                        R_rx_state  <=  R_rx_state + 1'b1   ;
                        O_rx_done   <=  1'b0                ;
                    end
                4'd1:     
                    begin                       
                        O_spi_sck       <=  1'b1                ;
                        R_rx_state      <=  R_rx_state + 1'b1   ;
                        O_rx_done       <=  1'b0                ;
                        O_data_out[7]   <=  I_spi_miso          ;   
                    end
                4'd3:     
                    begin
                        O_spi_sck       <=  1'b1                ;
                        R_rx_state      <=  R_rx_state + 1'b1   ;
                        O_rx_done       <=  1'b0                ;
                        O_data_out[6]   <=  I_spi_miso          ; 
                    end
                4'd5:     
                    begin
                        O_spi_sck       <=  1'b1                ;
                        R_rx_state      <=  R_rx_state + 1'b1   ;
                        O_rx_done       <=  1'b0                ;
                        O_data_out[5]   <=  I_spi_miso          ; 
                    end 
                4'd7:     
                    begin
                        O_spi_sck       <=  1'b1                ;
                        R_rx_state      <=  R_rx_state + 1'b1   ;
                        O_rx_done       <=  1'b0                ;
                        O_data_out[4]   <=  I_spi_miso          ; 
                    end 
                4'd9:     
                    begin
                        O_spi_sck       <=  1'b1                ;
                        R_rx_state      <=  R_rx_state + 1'b1   ;
                        O_rx_done       <=  1'b0                ;
                        O_data_out[3]   <=  I_spi_miso          ; 
                    end                            
                4'd11:     
                    begin
                        O_spi_sck       <=  1'b1                ;
                        R_rx_state      <=  R_rx_state + 1'b1   ;
                        O_rx_done       <=  1'b0                ;
                        O_data_out[2]   <=  I_spi_miso          ; 
                    end 
                4'd13:     
                    begin
                        O_spi_sck       <=  1'b1                ;
                        R_rx_state      <=  R_rx_state + 1'b1   ;
                        O_rx_done       <=  1'b0                ;
                        O_data_out[1]   <=  I_spi_miso          ; 
                    end 
                4'd15:     
                    begin
                        O_spi_sck       <=  1'b1                ;
                        R_rx_state      <=  R_rx_state + 1'b1   ;
                        O_rx_done       <=  1'b1                ;
                        O_data_out[0]   <=  I_spi_miso          ; 
                    end
                default:R_rx_state  <=  4'd0                    ;   
            endcase 
        end    
    else
        begin
            R_tx_state  <=  4'd0    ;
            R_rx_state  <=  4'd0    ;
            O_tx_done   <=  1'b0    ;
            O_rx_done   <=  1'b0    ;
            O_spi_cs    <=  1'b1    ;
            O_spi_sck   <=  1'b0    ;
            O_spi_mosi  <=  1'b0    ;
            O_data_out  <=  8'd0    ;
        end      
end
endmodule
```

## run.sh

```bash
#!/bin/bash
# OpenROAD 26Q1-2900-gdf79404cd8, Yosys 0.63+post, stock flow scripts
make -C /OpenROAD-flow-scripts/flow DESIGN_CONFIG=/design/flow/config.mk WORK_HOME=/design/flow/orfs finish
```

==> flow report <==
================================================================================
Outcome                                                             complete, but fails checks
Violated checks                                                     negative setup slack
Most instantiated cells after synthesis                             dfrtp_1 (21), nand2_1 (13), o21ai_0 (10), inv_1 (8)
Most common cell in the synthesized netlist                              dfrtp_1
Static power due to leakage                                          0.000757 uW
Number of cells in Yosys stat                                                130
Top cell type's share of synthesized area                                  41.6%
Largest net degree at the start of global routing                             23
Initial cell density of the core                                           15.5%
Number of endpoints failing setup at the final stage                           5
Total global routing track utilization                                     4.78%
FF-to-FF End                                                        R_tx_state[3]
Overflow after GRT                                                             0
Die area                                                               12300 um2
Final cycle utilization of the critical path                                111%
Area added between synthesis and finish                                    45.9%
Number of antenna violations at the first check in global routing              0
Maximum clock frequency                                                0.499 GHz
Cell taking the most area after synthesis                                dfrtp_1
CTS Hold Bufs                                                                  0
Worst path setup slack after routing                                   -0.204 ns
Row Count                                                                     33
Count of unique library cells instantiated by Yosys                           40
Required time of the critical path                                       1.95 ns
Final Hold Viols                                                               0
H-tree levels                                                                  1
Final Critical Period                                                    2.00 ns
Starting DRT DRC Count                                                        28
Power density over the cells                                          835 nW/um2
Routed wire length                                                       3050 um
Setup slack, reg-to-reg                                                 -0.20 ns
Class of the most critical hold timing path                          in -> async
Biggest area contributors in the synthesized netlist                dfrtp_1 (42%), ha_1 (6.9%), o21ai_0 (4.0%)
Total instance count after detailed placement                                270
Placed wire-length estimate                                              2410 um
Non-filler cells in the finished layout                                      275
Maximum fanout along the worst path                                            5
Combined area of all synthesized cells                                  1260 um2
First-pass DRT Iterations                                                      4
Nature of the critical path endpoint                                        flop
Core footprint                                                          8130 um2
Wire length of the first global-routing pass                             5240 um
Worst-Margin Slew                                                       0.282 ns
Clock buffer count from CTS                                                    3
Yosys warning count                                                            1
Relative max-transition margin                                             81.0%
Remaining design rule violation count                                          0
Number of max-slew violations in the final report                              0
Setup repair after global routing missed its margin                          yes
Total clock sinks                                                             22
TritonCTS clock tree                                                         yes
Worst R2R Start                                                     R_tx_state[0]
Startpoint kind of the worst setup timing path                              flop
Post-detailed-route count of antenna-violating nets                            0
Latency at later pin                                                     0.26 ns
Die Span Y                                                                111 um
Length in cells of the worst reg-to-reg path                                   7
Post-synth EDFFs                                                               0
Arrival time of the worst setup path                                     2.15 ns
Vias in the first global route                                              1145
Main flop type after synthesis                                           dfrtp_1
Mean instance size in the synthesized netlist                           9.72 um2
Maximum capacitance violations                                                 0
Warning total across the stage logs                                           32
Worst slack at placement                                               -0.260 ns
Largest vdd supply drop                                                 0.206 mV
Async set or reset register ratio after synthesis                           100%
Root buffer cell                                                        clkbuf_8
Setup CP Type                                                         reg -> reg
Clock Skew                                                            0.00115 ns
Cell count after synthesis                                                   130
Proportion of layout cells with a drive suffix above 1                     21.8%
Number of antenna repair diodes                                                0
Io pins                                                                       26
Maximum clock insertion buffer count                                           2
Clk slew on worst S/H paths                                              0.08 ns
Average wire per cell in the routed design                               11.1 um
Via count normalized by instance count                                      3.93
Width of the die                                                          111 um
Sequential fraction of the synthesis area                                  43.7%
Final core utilization                                                     22.7%
Total cell area reported by yosys after synthesis                       1260 um2
Quantity of I/O buffers inserted on ports                                     25
Synthesized flop and latch total                                              22
Last weighted congestion value of the routability-driven placer            0.797
Detailed-route via count                                                    1082
================================================================================
[placed cells by master, fill, tap and decap left out, types with 2 or more instances in the layout]
cell type,count
a21oi_1,3
buf_4,19
clkbuf_8,4
clkdlybuf4s50_1,25
dfrtp_1,21
ha_1,4
ha_2,2
inv_1,8
nand2_1,13
nand2b_1,4
nand3_1,3
nand4b_1,4
nor2_1,3
nor2b_1,3
nor3_1,2
nor3b_1,2
o211ai_1,5
o21ai_0,9
o21ai_1,3
o22ai_1,2
o311ai_0,2
o31ai_1,5
o41ai_1,2
[critical path, cell delays in order (launching register included)]
cell	delay [ns]
dfrtp_1	0.39
ha_2	0.19
and3_4	0.15
ha_4	0.15
or4_4	0.43
o221ai_4	0.24
nor2_1	0.07
a211o_1	0.27
[how the worst max path moves through the flow]
stage                 cells past startpoint             to  slack (ns)           from
final                                     7  R_tx_state[3]       -0.20  R_tx_state[0]
after CTS                                 7  R_tx_state[3]       -0.18  R_tx_state[0]
after global routing                      7  R_tx_state[3]       -0.26  R_tx_state[0]
[layout make-up]
cell class | instances | area [um2]
tap | 105 | 131
multi-input combinational | 91 | 672
fill | 839 | 6290
inverter | 8 | 30.0
sequential | 22 | 552
clock buffer | 4 | 55.1
timing repair buffer | 45 | 404
[per-layer routing]
| layer | vias up | global-route usage (%) | share of wire, % |
|---|---|---|---|
| li1 | 554 | - | - |
| met1 | 518 | 5.82 | 46 |
| met2 | 8 | 8.88 | 52 |
| met3 | 2 | 0.547 | 1.5 |
| met4 | 0 | 0.694 | 0.89 |
| met5 | - | 0 | 0 |
[timing repair]
| item | in CTS | in global routing |
|---|---|---|
| setup endpoints to repair | 5 | 6 |
| resized | 2 | 3 |
| pin swaps | 7 | 2 |
| buffers inserted | 1 | 0 |
[stage by stage]
step / TNS [ns] / area (um2) / hold WS, ns / total power, uW
after CTS: -0.704 / 1840 / 0.453 / 1550
after detailed placement: -0.902 / 1770 / 0.507 / 1170
after global routing: -1.21 / 1840 / 0.493 / 1660
after floorplan: -0.790 / 1280 / 0.0644 / 938
after global placement: -0.773 / 1770 / 0.511 / 1170
final: -0.835 / 1840 / 0.446 / 1540
[cells by family after synthesis]
family                   count (synthesis)  share of synthesized area [%]
AND-OR/OR-AND                           42                           24.7
flip-flops                              22                           43.7
AND/OR/NAND/NOR                         40                           17.5
multiplexers                             1                          0.792
adder cells (fa/ha/maj)                  7                           6.93
buffers and inverters                   17                           5.74
XOR/XNOR                                 1                          0.693
[sequential cells by signal, indices dropped and copies added, names as in the netlist]
register	cells
O_data_out	8
O_spi_sck	1
O_spi_mosi	1
O_spi_cs	1
R_rx_state	4
O_rx_done	1
R_tx_state	5
O_tx_done	1
[report_power, final]
part	leakage [uW]	internal (uW)	switching, uW	total (uW)
clock	0.0000288	195	162	356
combinational	0.000431	322	269	591
sequential	0.000297	549	44.4	593
total	0.000757	1070	475	1540
Power is estimated from default activity; no workload was simulated.
