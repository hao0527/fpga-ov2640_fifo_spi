$ cat /design/flow/run.sh
#!/bin/bash
# OpenROAD 26Q1-2900-gdf79404cd8, Yosys 0.63+post, stock flow scripts
make -C /OpenROAD-flow-scripts/flow DESIGN_CONFIG=/design/flow/config.mk WORK_HOME=/design/flow/orfs finish
$ cat /design/flow/config.mk
export PLATFORM = sky130hd
export DESIGN_NAME = i2c_dri
export DESIGN_NICKNAME = i2c_dri
export VERILOG_FILES = /design/flow/design.v
export SDC_FILE = /design/flow/constraint.sdc
export NUM_CORES = 4
export LEC_CHECK = 1
export CORE_UTILIZATION = 50
$ cat /design/flow/constraint.sdc
current_design i2c_dri

set clk_period 2.0
set clk_io_pct 0.2

create_clock -name clk0 -period $clk_period [get_ports {clk}]

set non_clock_inputs [all_inputs -no_clocks]
set_input_delay [expr $clk_period * $clk_io_pct] -clock clk0 $non_clock_inputs
set_output_delay [expr $clk_period * $clk_io_pct] -clock clk0 [all_outputs]
$ cat /design/flow/design.v
module i2c_dri
    #( 
      parameter   SLAVE_ADDR =  7'b1010000   ,
      parameter   CLK_FREQ   = 26'd50_000_000,    
      parameter   I2C_FREQ   = 18'd250_000        
     )(
          input                clk        ,       
          input                rst_n      ,       
          input                i2c_exec   ,       
          input                bit_ctrl   ,       
          input                i2c_rh_wl  ,       
          input        [15:0]  i2c_addr   ,       
          input        [ 7:0]  i2c_data_w ,       
          output  reg  [ 7:0]  i2c_data_r ,       
          output  reg          i2c_done   ,       
          output  reg          scl        ,       
          inout                sda        ,       
          output  reg          dri_clk            
     );
localparam  st_idle     = 8'b0000_0001;           
localparam  st_sladdr   = 8'b0000_0010;           
localparam  st_addr16   = 8'b0000_0100;           
localparam  st_addr8    = 8'b0000_1000;           
localparam  st_data_wr  = 8'b0001_0000;           
localparam  st_addr_rd  = 8'b0010_0000;           
localparam  st_data_rd  = 8'b0100_0000;           
localparam  st_stop     = 8'b1000_0000;           
reg            sda_dir     ;                      
reg            sda_out     ;                      
reg            st_done     ;                      
reg            wr_flag     ;                      
reg    [ 6:0]  cnt         ;                      
reg    [ 7:0]  cur_state   ;                      
reg    [ 7:0]  next_state  ;                      
reg    [15:0]  addr_t      ;                      
reg    [ 7:0]  data_r      ;                      
reg    [ 7:0]  data_wr_t   ;                      
reg    [ 9:0]  clk_cnt     ;                      
wire          sda_in      ;                       
wire   [8:0]  clk_divide  ;                       
assign  sda     = sda_dir ?  sda_out : 1'bz;      
assign  sda_in  = sda ;                           
assign  clk_divide = (CLK_FREQ/I2C_FREQ) >> 3;    
always @(posedge clk or negedge rst_n) begin
    if(!rst_n) begin
        dri_clk <=  1'b1;
        clk_cnt <= 10'd0;
    end
    else if(clk_cnt == clk_divide - 1'd1) begin
        clk_cnt <= 10'd0;
        dri_clk <= ~dri_clk;
    end
    else
        clk_cnt <= clk_cnt + 1'b1;
end
always @(posedge dri_clk or negedge rst_n) begin
    if(!rst_n)
        cur_state <= st_idle;
    else
        cur_state <= next_state;
end
always @( * ) begin
    case(cur_state)
        st_idle: begin                            
           if(i2c_exec) begin
               next_state = st_sladdr;
           end
           else
               next_state = st_idle;
        end
        st_sladdr: begin
            if(st_done) begin
                if(bit_ctrl)                      
                   next_state = st_addr16;
                else
                   next_state = st_addr8 ;
            end
            else
                next_state = st_sladdr;
        end
        st_addr16: begin                          
            if(st_done) begin
                next_state = st_addr8;
            end
            else begin
                next_state = st_addr16;
            end
        end
        st_addr8: begin                           
            if(st_done) begin
                if(wr_flag==1'b0)                 
                    next_state = st_data_wr;
                else
                    next_state = st_addr_rd;
            end
            else begin
                next_state = st_addr8;
            end
        end
        st_data_wr: begin                         
            if(st_done)
                next_state = st_stop;
            else
                next_state = st_data_wr;
        end
        st_addr_rd: begin                         
            if(st_done) begin
                next_state = st_data_rd;
            end
            else begin
                next_state = st_addr_rd;
            end
        end
        st_data_rd: begin                         
            if(st_done)
                next_state = st_stop;
            else
                next_state = st_data_rd;
        end
        st_stop: begin                            
            if(st_done)
                next_state = st_idle;
            else
                next_state = st_stop ;
        end
        default: next_state= st_idle;
    endcase
end
always @(posedge dri_clk or negedge rst_n) begin
    if(!rst_n) begin
        scl        <= 1'b1;
        sda_out    <= 1'b1;
        sda_dir    <= 1'b1;
        i2c_done   <= 1'b0;
        cnt        <= 1'b0;
        st_done    <= 1'b0;
        data_r     <= 1'b0;
        i2c_data_r <= 1'b0;
        wr_flag    <= 1'b0;
        addr_t     <= 1'b0;
        data_wr_t  <= 1'b0;
    end
    else begin
        st_done <= 1'b0 ;
        cnt     <= cnt +1'b1 ;
        case(cur_state)
             st_idle: begin                             
                scl     <= 1'b1;
                sda_out <= 1'b1;
                sda_dir <= 1'b1;
                i2c_done<= 1'b0;
                cnt     <= 7'b0;
                if(i2c_exec) begin
                    wr_flag   <= i2c_rh_wl ;
                    addr_t    <= i2c_addr  ;
                    data_wr_t <= i2c_data_w;
                end
            end
            st_sladdr: begin                            
                case(cnt)
                    7'd1 : sda_out <= 1'b0;             
                    7'd3 : scl <= 1'b0;
                    7'd4 : sda_out <= SLAVE_ADDR[6];    
                    7'd5 : scl <= 1'b1;
                    7'd7 : scl <= 1'b0;
                    7'd8 : sda_out <= SLAVE_ADDR[5];
                    7'd9 : scl <= 1'b1;
                    7'd11: scl <= 1'b0;
                    7'd12: sda_out <= SLAVE_ADDR[4];
                    7'd13: scl <= 1'b1;
                    7'd15: scl <= 1'b0;
                    7'd16: sda_out <= SLAVE_ADDR[3];
                    7'd17: scl <= 1'b1;
                    7'd19: scl <= 1'b0;
                    7'd20: sda_out <= SLAVE_ADDR[2];
                    7'd21: scl <= 1'b1;
                    7'd23: scl <= 1'b0;
                    7'd24: sda_out <= SLAVE_ADDR[1];
                    7'd25: scl <= 1'b1;
                    7'd27: scl <= 1'b0;
                    7'd28: sda_out <= SLAVE_ADDR[0];
                    7'd29: scl <= 1'b1;
                    7'd31: scl <= 1'b0;
                    7'd32: sda_out <= 1'b0;             
                    7'd33: scl <= 1'b1;
                    7'd35: scl <= 1'b0;
                    7'd36: begin
                        sda_dir <= 1'b0;                
                        sda_out <= 1'b1;
                    end
                    7'd37: scl     <= 1'b1;
                    7'd38: st_done <= 1'b1;
                    7'd39: begin
                        scl <= 1'b0;
                        cnt <= 1'b0;
                    end
                    default :  ;
                endcase
            end
            st_addr16: begin
                case(cnt)
                    7'd0 : begin
                        sda_dir <= 1'b1 ;
                        sda_out <= addr_t[15];          
                    end
                    7'd1 : scl <= 1'b1;
                    7'd3 : scl <= 1'b0;
                    7'd4 : sda_out <= addr_t[14];
                    7'd5 : scl <= 1'b1;
                    7'd7 : scl <= 1'b0;
                    7'd8 : sda_out <= addr_t[13];
                    7'd9 : scl <= 1'b1;
                    7'd11: scl <= 1'b0;
                    7'd12: sda_out <= addr_t[12];
                    7'd13: scl <= 1'b1;
                    7'd15: scl <= 1'b0;
                    7'd16: sda_out <= addr_t[11];
                    7'd17: scl <= 1'b1;
                    7'd19: scl <= 1'b0;
                    7'd20: sda_out <= addr_t[10];
                    7'd21: scl <= 1'b1;
                    7'd23: scl <= 1'b0;
                    7'd24: sda_out <= addr_t[9];
                    7'd25: scl <= 1'b1;
                    7'd27: scl <= 1'b0;
                    7'd28: sda_out <= addr_t[8];
                    7'd29: scl <= 1'b1;
                    7'd31: scl <= 1'b0;
                    7'd32: begin
                        sda_dir <= 1'b0;                
                        sda_out <= 1'b1;
                    end
                    7'd33: scl     <= 1'b1;
                    7'd34: st_done <= 1'b1;
                    7'd35: begin
                        scl <= 1'b0;
                        cnt <= 1'b0;
                    end
                    default :  ;
                endcase
            end
            st_addr8: begin
                case(cnt)
                    7'd0: begin
                       sda_dir <= 1'b1 ;
                       sda_out <= addr_t[7];            
                    end
                    7'd1 : scl <= 1'b1;
                    7'd3 : scl <= 1'b0;
                    7'd4 : sda_out <= addr_t[6];
                    7'd5 : scl <= 1'b1;
                    7'd7 : scl <= 1'b0;
                    7'd8 : sda_out <= addr_t[5];
                    7'd9 : scl <= 1'b1;
                    7'd11: scl <= 1'b0;
                    7'd12: sda_out <= addr_t[4];
                    7'd13: scl <= 1'b1;
                    7'd15: scl <= 1'b0;
                    7'd16: sda_out <= addr_t[3];
                    7'd17: scl <= 1'b1;
                    7'd19: scl <= 1'b0;
                    7'd20: sda_out <= addr_t[2];
                    7'd21: scl <= 1'b1;
                    7'd23: scl <= 1'b0;
                    7'd24: sda_out <= addr_t[1];
                    7'd25: scl <= 1'b1;
                    7'd27: scl <= 1'b0;
                    7'd28: sda_out <= addr_t[0];
                    7'd29: scl <= 1'b1;
                    7'd31: scl <= 1'b0;
                    7'd32: begin
                        sda_dir <= 1'b0;                
                        sda_out <= 1'b1;
                    end
                    7'd33: scl     <= 1'b1;
                    7'd34: st_done <= 1'b1;
                    7'd35: begin
                        scl <= 1'b0;
                        cnt <= 1'b0;
                    end
                    default :  ;
                endcase
            end
            st_data_wr: begin                           
                case(cnt)
                    7'd0: begin
                        sda_out <= data_wr_t[7];        
                        sda_dir <= 1'b1;
                    end
                    7'd1 : scl <= 1'b1;
                    7'd3 : scl <= 1'b0;
                    7'd4 : sda_out <= data_wr_t[6];
                    7'd5 : scl <= 1'b1;
                    7'd7 : scl <= 1'b0;
                    7'd8 : sda_out <= data_wr_t[5];
                    7'd9 : scl <= 1'b1;
                    7'd11: scl <= 1'b0;
                    7'd12: sda_out <= data_wr_t[4];
                    7'd13: scl <= 1'b1;
                    7'd15: scl <= 1'b0;
                    7'd16: sda_out <= data_wr_t[3];
                    7'd17: scl <= 1'b1;
                    7'd19: scl <= 1'b0;
                    7'd20: sda_out <= data_wr_t[2];
                    7'd21: scl <= 1'b1;
                    7'd23: scl <= 1'b0;
                    7'd24: sda_out <= data_wr_t[1];
                    7'd25: scl <= 1'b1;
                    7'd27: scl <= 1'b0;
                    7'd28: sda_out <= data_wr_t[0];
                    7'd29: scl <= 1'b1;
                    7'd31: scl <= 1'b0;
                    7'd32: begin
                        sda_dir <= 1'b0;                
                        sda_out <= 1'b1;
                    end
                    7'd33: scl <= 1'b1;
                    7'd34: st_done <= 1'b1;
                    7'd35: begin
                        scl  <= 1'b0;
                        cnt  <= 1'b0;
                    end
                    default  :  ;
                endcase
            end
            st_addr_rd: begin                           
                case(cnt)
                    7'd0 : begin
                        sda_dir <= 1'b1;
                        sda_out <= 1'b1;
                    end
                    7'd1 : scl <= 1'b1;
                    7'd2 : sda_out <= 1'b0;             
                    7'd3 : scl <= 1'b0;
                    7'd4 : sda_out <= SLAVE_ADDR[6];    
                    7'd5 : scl <= 1'b1;
                    7'd7 : scl <= 1'b0;
                    7'd8 : sda_out <= SLAVE_ADDR[5];
                    7'd9 : scl <= 1'b1;
                    7'd11: scl <= 1'b0;
                    7'd12: sda_out <= SLAVE_ADDR[4];
                    7'd13: scl <= 1'b1;
                    7'd15: scl <= 1'b0;
                    7'd16: sda_out <= SLAVE_ADDR[3];
                    7'd17: scl <= 1'b1;
                    7'd19: scl <= 1'b0;
                    7'd20: sda_out <= SLAVE_ADDR[2];
                    7'd21: scl <= 1'b1;
                    7'd23: scl <= 1'b0;
                    7'd24: sda_out <= SLAVE_ADDR[1];
                    7'd25: scl <= 1'b1;
                    7'd27: scl <= 1'b0;
                    7'd28: sda_out <= SLAVE_ADDR[0];
                    7'd29: scl <= 1'b1;
                    7'd31: scl <= 1'b0;
                    7'd32: sda_out <= 1'b1;             
                    7'd33: scl <= 1'b1;
                    7'd35: scl <= 1'b0;
                    7'd36: begin
                        sda_dir <= 1'b0;                
                        sda_out <= 1'b1;
                    end
                    7'd37: scl     <= 1'b1;
                    7'd38: st_done <= 1'b1;
                    7'd39: begin
                        scl <= 1'b0;
                        cnt <= 1'b0;
                    end
                    default : ;
                endcase
            end
            st_data_rd: begin                           
                case(cnt)
                    7'd0: sda_dir <= 1'b0;
                    7'd1: begin
                        data_r[7] <= sda_in;
                        scl       <= 1'b1;
                    end
                    7'd3: scl  <= 1'b0;
                    7'd5: begin
                        data_r[6] <= sda_in ;
                        scl       <= 1'b1   ;
                    end
                    7'd7: scl  <= 1'b0;
                    7'd9: begin
                        data_r[5] <= sda_in;
                        scl       <= 1'b1  ;
                    end
                    7'd11: scl  <= 1'b0;
                    7'd13: begin
                        data_r[4] <= sda_in;
                        scl       <= 1'b1  ;
                    end
                    7'd15: scl  <= 1'b0;
                    7'd17: begin
                        data_r[3] <= sda_in;
                        scl       <= 1'b1  ;
                    end
                    7'd19: scl  <= 1'b0;
                    7'd21: begin
                        data_r[2] <= sda_in;
                        scl       <= 1'b1  ;
                    end
                    7'd23: scl  <= 1'b0;
                    7'd25: begin
                        data_r[1] <= sda_in;
                        scl       <= 1'b1  ;
                    end
                    7'd27: scl  <= 1'b0;
                    7'd29: begin
                        data_r[0] <= sda_in;
                        scl       <= 1'b1  ;
                    end
                    7'd31: scl  <= 1'b0;
                    7'd32: begin
                        sda_dir <= 1'b1;               
                        sda_out <= 1'b1;
                    end
                    7'd33: scl     <= 1'b1;
                    7'd34: st_done <= 1'b1;
                    7'd35: begin
                        scl <= 1'b0;
                        cnt <= 1'b0;
                        i2c_data_r <= data_r;
                    end
                    default  :  ;
                endcase
            end
            st_stop: begin                             
                case(cnt)
                    7'd0: begin
                        sda_dir <= 1'b1;               
                        sda_out <= 1'b0;
                    end
                    7'd1 : scl     <= 1'b1;
                    7'd3 : sda_out <= 1'b1;
                    7'd15: st_done <= 1'b1;
                    7'd16: begin
                        cnt      <= 1'b0;
                        i2c_done <= 1'b1;              
                    end
                    default  : ;
                endcase
            end
        endcase
    end
end
endmodule
==> out/metrics.sh <==
SYNTHESIS.INSTANCES=328
YOSYS.STAT.SEQSHARE=0.483
POST_DP_CELL_AREA_UM2=4120
SYNTHDOMINANTAREACELLTYPE='dfrtp_1'
YS_SEQ_ELEMENTS=71
YS_TOP_CELLS_BY_AREA='dfrtp_1 (45%), mux2_2 (7.9%), mux2_1 (3.1%), dfstp_2 (2.8%), o21ai_0 (2.3%)'
DIE_W_UM=87.9
YS_CELLS=328
ERROR_LINE='[error] [KeplerFormal.cpp:679] Workflow failed: Iso has multiple drivers: .sda0, sda$_DFFE_PN1P_.Q0'
FINAL_WEIGHTED_CONGESTION_IN_ROUTABILITY_DRIVEN_PLACEMENT=0.867
ENDPOINTS_LEFT_UNCONSTRAINED=71
SYNTH.CELL_AREA_UM2=3690
FP-ROW-COUNT=30
DIE_H_UM=87.9
YS_CHIP_AREA_UM2=3690
RESULT_OF_THE_RUN='stopped before the end'
REGISTER_PINS_LEFT_WITHOUT_A_CLOCK=60
TOP_CELL_AREA_SHARE=0.454
INITIAL_UTILIZATION=0.532
TOP_LEVEL_PORTS=41
CTS.REPAIR_TIMING.SETUP_BUFFER_COUNT=0
PRE_CTS_WS_PS=377
DP.FINAL_HPWL_MM=5.01
SYNTH_ASYNC_RESET_RATIO=1.00
NUMCTSBUFFERS=3
CTS-ROOT-BUF='clkbuf_8'
CLOCK_TREE.HTREE_LEVEL_COUNT=1
CTS_MAX_PATH_BUFFERS=2
SYNTH.LIB_CELLS_USED.DISTINCT=68
NUMPORTBUFFERS=39
STOP_STAGE='clock tree synthesis'
YOSYS_WARNINGS=2
CTS_HOLD_REPAIR.BUFFERS=0
FF_TYPE='dfrtp_1'
SYN-MEAN-INSTANCE-AREA_UM2=11.3
POST_CTS_RESIZED=0
SYNTH-EDFF-COUNT=0
stage by stage:
stage	total power, mW	cells	hold slack (ps)
3_5_place_dp	0.313	450	481
3_3_place_gp	0.312	450	478
2_1_floorplan	0.227	328	104
cells by family after synthesis:
kind of cell | synth area share
simple gates | 0.170
fa+ha+maj | 0.0203
mux | 0.134
flops | 0.483
xor+xnor | 0.0332
buf+inv | 0.0447
compound gates | 0.116
synthesized netlist by cell type (4+ instances only):
cell type / number
mux2i_1: 5
o21ai_0: 17
a21oi_1: 8
mux2_2: 26
ha_1: 6
nand3_1: 15
nor2b_1: 7
dfstp_2: 4
nor3_1: 5
xor2_1: 6
nor2_1: 15
nand2_1: 15
mux2_1: 10
nand2b_1: 4
dfrtp_1: 67
xnor2_1: 8
buf_2: 7
clkbuf_1: 6
inv_1: 14
Power and IR drop assume default switching activity.
