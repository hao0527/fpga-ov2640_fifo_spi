==> /design/flow/design.v <==
module fifo_read(
    input clk,
    input rst_n,
    input fifo_is_empty,
    input [7:0] datain,
    output reg fifo_read_en,
    input spi_tx_done,
    output reg [7:0] dataout,
    output reg spi_tx_en
);
reg [1:0] fifo_read_state;
reg [0:0] idle = 1;
reg [7:0] data = 0;
reg fifo_data_ready = 0;
reg spi_read_done = 0;
always @(posedge clk or negedge rst_n) begin
    if(!rst_n) begin
        fifo_read_en = 0;
        fifo_read_state = 0;
        data = 0;
    end
    else if(spi_read_done) begin
        fifo_data_ready = 0;
    end
    else
        case(fifo_read_state)
        2'd0:
            begin
                if(!fifo_is_empty && !fifo_data_ready) begin
                    fifo_read_en = 1;
                    fifo_read_state = 1;
                end
            end
        2'd1:
            begin
                data = datain;
                fifo_data_ready = 1;
                fifo_read_en = 0;
                fifo_read_state = 0;
            end
        endcase
end
always @(posedge clk or negedge rst_n) begin
    if(!rst_n) begin
        dataout = 0;
        spi_tx_en = 0;
        spi_read_done = 0;
        idle = 1;
    end
    else if(spi_tx_done) begin
        idle = 1;
        spi_tx_en = 0;
    end
    else if(idle) begin
        if(fifo_data_ready) begin
            spi_read_done = 1;
            dataout[7:0] = data[7:0];
            spi_tx_en = 1;
            idle = 0;
        end
    end
    else if(spi_read_done) begin
        spi_read_done = 0;
    end
end
endmodule
==> /design/flow/run.sh <==
#!/bin/bash
# OpenROAD 26Q1-2900-gdf79404cd8, Yosys 0.63+post, stock flow scripts
make -C /OpenROAD-flow-scripts/flow DESIGN_CONFIG=/design/flow/config.mk WORK_HOME=/design/flow/orfs finish
==> /design/flow/config.mk <==
export PLATFORM = sky130hd
export DESIGN_NAME = fifo_read
export DESIGN_NICKNAME = fifo_read
export VERILOG_FILES = /design/flow/design.v
export SDC_FILE = /design/flow/constraint.sdc
export NUM_CORES = 4
export LEC_CHECK = 1
export CORE_AREA = 10 10 83 83
export DIE_AREA = 0 0 93 93
==> /design/flow/constraint.sdc <==
current_design fifo_read

set clk_period 1.7
set clk_io_pct 0.2

create_clock -name clk0 -period $clk_period [get_ports {clk}]

set non_clock_inputs [all_inputs -no_clocks]
set_input_delay [expr $clk_period * $clk_io_pct] -clock clk0 $non_clock_inputs
set_output_delay [expr $clk_period * $clk_io_pct] -clock clk0 [all_outputs]
==> results.ini <==
[cts]
clk_latency_ps=250
cts_sinks=23
clkTransAtPathRegs_ps=70
cts_buffer_depth=2
htree_levels=1
cts_hold_buf=0
cts_resized=0
cts_buffers=3
cts_tree=built
cts_root_buffer=clkbuf_8
post_cts_buffers=0

[worst_setup_path]
path_class=flop to output pin
critical_path_buf_inv_count=1
max_stage_delay_ps=480
worst_ep_arrival_time_ps=1100
crit_family=buffers and inverters
r2r_cells=3
critPathLaunchType=flop
r2r-start=spi_read_done
cp_slowest_cell=clkdlybuf4s50_1
rrSetupSlack_ps=450
cp_max_fo=3
rr_endpoint=data[6]
cp_cell_sequence=clkdlybuf4s50_1
cp.required_ps=1360
end_kind=output pin

[synthesis]
numSynthFlops=23
top_area_cell=dfrtp_1
synthTopCellsByArea=dfrtp_1 53%, mux2_4 13%, mux2_2 9.6%, dfstp_2 5.6%, edfxtp_1 3.2%
syn_inst=59
ys_warn_count=1
synth_area_per_cell_um2=15.9
syn_area_um2=937
netlist.area_leader.share_pct=53.4
ys_area_um2=937
synth.distinct_cells=17
ys_cells=59
synth_seq_share_pct=62.2

[pwr]
powerDensity_mw_per_mm2=1460
p_int_mw=1.43
netSwitchingFraction_pct=23.7
p_switching_mw=0.444
peakVddDrop_mv=0.490
p_clk_share_pct=17.0
power_mw=1.87
combPwrFrac_pct=32.5
leakagePower_nw=0.543
p_seq_share_pct=50.5

[timing]
period_used_pct=84.5
fin_tns_setup_ps=0
fin_worst_skew_ps=1.61
setup_viol=0
worst_slew_pin_slew_ps=295
hold_viol_final=0
finalMaxSlewViolations=0
slew_headroom_pct=80.4
period_needed_ps=1440
rsz0062_at_grt=no
max_freq_mhz=696

[floorplanning]
ios=22
dieHeight_um=93
initial_core_util_pct=18.2
die_w_um=93
rows=26
core_area_mm2=0.00514
chip_area_mm2=0.00865

[grt]
grt_pass1_vias=575
grt.total_usage_pct=4.35
antenna_found_initial=0
grt_pass1_wl_mm=3.04
grt-ovfl-total=0
grt_max_degree=23

[cells_and_area]
mostFrequentLayoutCell=clkdlybuf4s50_1
syn_to_final_growth_pct=37.0
stdcell_count=155
n_fill_cell=554
fin_util_pct=25.0
stdcell_area_mm2=0.00128
drive_above_1_share_pct=31.8
layout_top_cells=21 x clkdlybuf4s50_1, 20 x dfrtp_1, 8 x mux2_2, 8 x mux2_4

[routing]
drt_iter0_drc=41
antenna_cells_inserted=0
routed_wl_mm=1.82
routed_via_density=3.43
drc_errors=0
first_pass_iters=3
ant_nets=0
wl_per_cell_um=11.8
vias=531

[place]
post-place-cells=151
hpwl_mm=1.44
io_buffer_count=21
gp_congestion=0.690
place_area_mm2=0.00124

[worst_hold_path]
worstHoldPathType=primary input to async pin

[status]
status=finished clean

[job]
warnings=25
cap_violations=0

how the worst max path moves through the flow:
stage     cells after the start  slack [ps]            to         start
6_report                      1         260  fifo_read_en  fifo_read_en
5_1_grt                       1         190    dataout[5]    dataout[5]
4_1_cts                       1         240    dataout[0]    dataout[0]
registers in the layout, indices dropped and copies added, names as in the netlist:
register         flops
data                 8
fifo_read_en         1
spi_read_done        1
spi_tx_en            1
fifo_data_ready      1
dataout              8
idle                 1
fifo_read_state      2
kinds of logic after synthesis:
group | share of synthesized area, %
DFF | 62.2
muxes | 22.4
AOI/OAI and AO/OA | 6.81
and+or+nand+nor | 6.14
buffers and inverters | 2.40
layer usage:
metal | track usage (%) | wire, µm | vias to the layer above | share of wire (%)
met5 | 0 | 0 | - | 0
met4 | 0.386 | 6 | 0 | 0.33
met3 | 1.78 | 119 | 2 | 6.5
met2 | 6.83 | 929 | 10 | 51
met1 | 5.73 | 766 | 257 | 42
li1 | - | - | 262 | -
through the flow:
step                setup slack (ps)  hold slack, ps
floorplan                        569            44.4
global placement                 138             459
detailed placement               101             467
CTS                              240             478
global route                     187             497
finish                           263             471
cells in the mapped netlist:
master    number
a21oi_1        2
nor2_1         2
buf_6          1
o21ai_0        3
mux2_2         8
nor2b_2        1
dfstp_2        2
nor4_1         1
a21o_2         1
nand3b_4       1
o21a_1         3
dfrtp_1       20
a21o_1         1
nor4b_2        1
inv_1          3
edfxtp_1       1
mux2_4         8
power by group through the flow:
stage | combinational, mW | sequential (mW) | clock, mW
CTS | 0.632 | 0.952 | 0.330
global route | 0.661 | 0.994 | 0.354
finish | 0.609 | 0.946 | 0.318
worst reg2reg max path, stage by stage (launching register included):
cell and delay (ps):
dfrtp_1 480, nor2b_2 140, buf_4 200, mux2_4 320
area by class of cell:
| cell class | count | area, µm² | area share (%) |
|---|---|---|---|
| Sequential cell | 23 | 583 | 45.4 |
| Multi-Input combinational cell | 32 | 332 | 25.8 |
| Timing Repair Buffer | 23 | 225 | 17.5 |
| Tap cell | 70 | 87.6 | 6.82 |
| Clock buffer | 4 | 45.0 | 3.51 |
| Inverter | 3 | 11.3 | 0.877 |
No activity file was given, so power comes from the tool's default toggle rates.
